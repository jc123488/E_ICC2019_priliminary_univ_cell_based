==> ./design.v <==
`timescale 1ns/10ps
module  CONV(clk,reset,cdata_rd,ready,idata,iaddr,cwr,caddr_wr,cdata_wr,crd,caddr_rd,busy,csel);
input clk;
input reset;
input [19:0] cdata_rd;
input ready;	
input signed [19:0] idata;	
output reg [11:0] iaddr;	
output reg cwr;
output reg [11:0] caddr_wr;
output reg [19:0] cdata_wr;
output reg crd;
output reg [11:0] caddr_rd;
output reg busy;
output reg [2:0] csel;
reg [2:0] state_cs, state_ns;
reg signed [19:0] data [0:8];
reg [12:0] count_addr;  
reg [3:0] count_data; 
reg signed [39:0] layer0;
reg [19:0] maxpool [0:3];
reg [2:0] count1;
wire signed [19:0] kernel0 = 20'h0A89E;
wire signed [19:0] kernel1 = 20'h092D5;
wire signed [19:0] kernel2 = 20'h06D43;
wire signed [19:0] kernel3 = 20'h01004;
wire signed [19:0] kernel4 = 20'hF8F71;
wire signed [19:0] kernel5 = 20'hF6E54;
wire signed [19:0] kernel6 = 20'hFA6D7;
wire signed [19:0] kernel7 = 20'hFC834;
wire signed [19:0] kernel8 = 20'hFAC19;
wire signed [39:0] bias = 40'h0013100000;
parameter ST_IDLE = 3'd0;
parameter ST_INPUT = 3'd1;
parameter ST_CONV = 3'd2;
parameter ST_MAXPOOL = 3'd3;
parameter ST_DONE = 3'd4;
always @(posedge clk or posedge reset) begin
	if(reset)
		state_cs <= ST_IDLE;
	else
		state_cs <= state_ns;
end
always @(*) begin  
	case (state_cs)
		ST_IDLE:
			if(busy)
				state_ns = ST_INPUT;
			else
				state_ns = ST_IDLE;
		ST_INPUT:
			if(count_data == 9)
				state_ns = ST_CONV;
			else
				state_ns = ST_INPUT;
		ST_CONV:
			if(count_addr == 4096 && cwr)
				state_ns = ST_MAXPOOL;
			else if(count_addr < 4096 && cwr)
				state_ns = ST_INPUT;
			else
				state_ns = ST_CONV;
		ST_MAXPOOL:
			if(caddr_wr == 2048)
				state_ns = ST_DONE;
			else
				state_ns = ST_MAXPOOL;
		ST_DONE:
			state_ns = ST_DONE;
		default:
			state_ns = ST_IDLE;
	endcase
end
always @(posedge clk or posedge reset) begin  
    if(reset)
        count_data <= 4'd0;
	else if(state_ns == ST_INPUT)
		count_data <= count_data + 1'b1;
	else if(count_data == 9)
		count_data <= 0;
	else
		count_data <= count_data;
end
always @(posedge clk or posedge reset) begin  
	if(reset)
		count_addr <= 13'd0;
	else if(count_data == 9)
		count_addr <= count_addr + 1'b1;
	else
		count_addr <= count_addr;
end
always @(posedge clk) begin  
	if(state_cs == ST_INPUT)
		case (count_data)
			4'd1:
				if(count_addr <= 63 || count_addr[5:0] == 6'd0) 
					data[0] <= 20'd0;
				else
					data[0] <= idata;
			4'd2:
				if(count_addr <= 63)
					data[1] <= 20'd0;
				else
					data[1] <= idata;
			4'd3:
				if(count_addr <= 63 || count_addr[5:0] == 6'd63)
					data[2] <= 20'd0;
				else
					data[2] <= idata;
			4'd4:
				if(count_addr[5:0] == 6'd0) 
					data[3] <= 20'd0;
				else
					data[3] <= idata;
			4'd5:
				data[4] <= idata;
			4'd6:
				if(count_addr[5:0] == 6'd63)
					data[5] <= 20'd0;
				else
					data[5] <= idata;
			4'd7:
				if(count_addr >= 4032 || count_addr[5:0] == 6'd0) 
					data[6] <= 20'd0;
				else
					data[6] <= idata;
			4'd8:
				if(count_addr >= 4032)
					data[7] <= 20'd0;
				else
					data[7] <= idata;
			4'd9:
				if(count_addr >= 4032 || count_addr[5:0] == 6'd63)
					data[8] <= 20'd0;
				else
					data[8] <= idata;
			default: 
				data[count_data] <= data[count_data];
		endcase
	else
		data[count_data] <= data[count_data];
end
always @(posedge clk or posedge reset) begin  
	if(reset)
		iaddr <= 12'd0;
	else if(state_ns == ST_INPUT)
		case (count_data)
			4'd0:
				if(count_addr <= 63 || count_addr[5:0] == 6'd0) 
					iaddr <= 12'd0;
				else
					iaddr <= count_addr - 65;
			4'd1:
				if(count_addr <= 63)
					iaddr <= 12'd0;
				else
					iaddr <= count_addr - 64;
			4'd2:
				if(count_addr <= 63 || count_addr[5:0] == 6'd63)
					iaddr <= 12'd0;
				else
					iaddr <= count_addr - 63;
			4'd3:
				if(count_addr[5:0] == 6'd0) 
					iaddr <= 12'd0;
				else
					iaddr <= count_addr - 1;
			4'd4:
				iaddr <= count_addr;
			4'd5:
				if(count_addr[5:0] == 6'd63)
					iaddr <= 12'd0;
				else
					iaddr <= count_addr + 1;
			4'd6:
				if(count_addr >= 4032 || count_addr[5:0] == 6'd0) 
					iaddr <= 12'd0;
				else
					iaddr <= count_addr + 63;
			4'd7:
				if(count_addr >= 4032)
					iaddr <= 12'd0;
				else
					iaddr <= count_addr + 64;
			4'd8:
				if(count_addr >= 4032 || count_addr[5:0] == 6'd63)
					iaddr <= 12'd0;
				else
					iaddr <= count_addr + 65;
			default:
				iaddr <= iaddr;
		endcase
	else
		iaddr <= iaddr;
end
always @(posedge clk or posedge reset) begin  
	if(reset)
		busy <= 0;
	else if(state_ns == ST_IDLE)
		busy <= 1;
	else if(state_ns == ST_DONE)
		busy <= 0;
    else
        busy <= busy;
end
always @(*) begin  
	if(state_cs == ST_CONV)begin
		layer0 = ( data[0]*kernel0 +
					data[1]*kernel1 +
					data[2]*kernel2 +
					data[3]*kernel3 +
					data[4]*kernel4 +
					data[5]*kernel5 +
					data[6]*kernel6 +
					data[7]*kernel7 +
					data[8]*kernel8) + bias;
	end
	else
		layer0 = 40'd0;
end
always @(posedge clk) begin  
	if(state_cs == ST_CONV)begin
		if(layer0 > 0 && layer0[15]==1) 
			cdata_wr <= layer0[35:16]+ 1;
		else if(layer0 > 0 && layer0[15]==0) 
			cdata_wr <= layer0[35:16];
		else 
			cdata_wr <= 0;
	end
	else if(state_ns == ST_MAXPOOL && count1 == 4)
		cdata_wr <= max(maxpool[0],maxpool[1],maxpool[2],maxpool[3]);
end
always @(posedge clk or posedge reset) begin  
	if(reset)
		caddr_wr <= 12'd0;
	else if(state_cs == ST_CONV)
		caddr_wr <= count_addr - 1;
	else if(state_ns == ST_MAXPOOL && count1 == 6)
		caddr_wr <= caddr_wr + 1'b1;
	else if(caddr_wr == 4222)
		caddr_wr <= 12'd0;
end
always @(posedge clk) begin  
	if(state_cs == ST_CONV)
		if(cwr)
			cwr <= 0;
		else
			cwr <= 1;
	else if(state_ns == ST_MAXPOOL && count1 == 4)
		cwr <= 1;
	else 
		cwr <= 0;
end
always @(posedge clk or posedge reset) begin  
	if(reset)
		count1 <= 0;
	else if(count1 == 6)
		count1 <= 0;
	else if(state_ns == ST_MAXPOOL)
		count1 <= count1 + 1'b1;
	else
		count1 <= 0;
end
always @(posedge clk or posedge reset) begin  
	if(reset)
		caddr_rd <= 12'd0;
	else if(state_ns == ST_MAXPOOL)
		case (count1)
			3'b000:
				caddr_rd <= caddr_rd + 1'b1;
			3'b001:
				caddr_rd <= caddr_rd + 63;
			3'b010:
				caddr_rd <= caddr_rd + 1;
			3'b101:
				if(caddr_rd % 64 == 63)
					caddr_rd <= caddr_rd + 1;
				else if(caddr_wr == 4095)	
					caddr_rd <= caddr_rd - 65;
				else
					caddr_rd <= caddr_rd - 63;
			default: 
				caddr_rd <= caddr_rd;
		endcase
end
always @(posedge clk or posedge reset) begin  
	if(reset)	
		crd <= 0;
	else if(state_ns == ST_MAXPOOL)
		if(count1 == 3)
			crd <= 0;
		else if (count1 == 6 || crd)
			crd <= 1;
	else
		crd <= 0;
end
always @(posedge clk) begin  
	if(state_ns == ST_MAXPOOL && count1 <= 3)
		maxpool[count1] <= cdata_rd;
end
always @(posedge clk or posedge reset) begin  
	if(reset)
		csel <= 3'd0;
	else if(state_ns == ST_CONV)
		csel <= 3'b001;
	else if(state_ns == ST_MAXPOOL)
		if(count1 == 4)
			csel <= 3'b011;
		else 
			csel <= 3'b001;
	else
		csel <= 3'd0;
end
function [19:0] max;
	input [19:0] data1, data2, data3, data4;
	integer i;
	reg [19:0] data_in [0:2];
	begin
		max = data1;
		data_in[0] = data2;
		data_in[1] = data3;
		data_in[2] = data4;
		for(i=0;i<3;i=i+1)
			if(max > data_in[i])
				max = max;
			else 
				max = data_in[i];
	end
endfunction
endmodule
==> ./run.sh <==
#!/bin/bash
# OpenROAD 26Q1-2900-gdf79404cd8, Yosys 0.63+post, stock flow scripts
make -C /OpenROAD-flow-scripts/flow DESIGN_CONFIG=/design/flow/config.mk WORK_HOME=/design/flow/orfs finish
==> ./config.mk <==
export PLATFORM = sky130hd
export DESIGN_NAME = CONV
export DESIGN_NICKNAME = CONV
export VERILOG_FILES = /design/flow/design.v
export SDC_FILE = /design/flow/constraint.sdc
export NUM_CORES = 4
export LEC_CHECK = 1
export CORE_UTILIZATION = 30
==> ./constraint.sdc <==
current_design CONV

set clk_period 16.1
set clk_io_pct 0.2

create_clock -name clk0 -period $clk_period [get_ports {clk}]

set non_clock_inputs [all_inputs -no_clocks]
set_input_delay [expr $clk_period * $clk_io_pct] -clock clk0 $non_clock_inputs
set_output_delay [expr $clk_period * $clk_io_pct] -clock clk0 [all_outputs]
==> ci_impl_report.md <==
### Yosys + OpenROAD results

| Metric | Value |
|---|---|
| Chip area | `245000 um^2` |
| WHS Endpoint | `state_cs[0]` |
| DR vias/cell | `4.54` |
| Vias | `47100` |
| Initial antenna violation count | `12` |
| Endpoints failing setup | `0` |
| Startpoint types | `flip-flop` |
| Yosys stat area | `72900 um^2` |
| First-pass GRT wire length | `308000 um` |
| Antenna viol nets, final | `0` |
| FF+latch count, synth | `346` |
| Floorplan core density | `0.302` |
| Worst-Margin Slew | `1.13 ns` |
| Clock Latency Late Sink | `0.68 ns` |
| CP delay by family, top | `adder cells` |
| # Cells Yosys | `7014` |
| Area Overhead vs Synth | `9.25%` |
| IO Count | `105` |
| Post-route DRC | `0` |
| Largest stage delay, worst path | `0.58 ns` |
| EDFF count, synth | `280` |
| Pre-antenna DRT Iters | `7` |
| Crit path time final | `14.36 ns` |
| Pin count of the biggest net entering global routing | `68` |
| Final HPWL DP | `178000 um` |
| Clk sink count | `346` |
| I/O Buffers | `102` |
| Number of fill cells in the layout | `23900` |
| Critical path type | `reg -> reg` |
| Pre-CTS setup slack | `1.80 ns` |
| Fraction of registers with async set/reset | `0.188` |
| Final period util | `0.892` |
| HP Class | `reg -> reg` |
| Mean post-synth cell area | `10.4 um^2` |
| Worst hold stages | `1` |
| Critical Path AT | `14.74 ns` |
| Syn Inst Count | `7014` |
| Status | `finished clean` |
| R2R Setup Slk | `1.74 ns` |
| Rel. slew slack | `0.227` |
| PostCTS Resize Cnt | `0` |
| Unrepaired setup endpoints after global routing | `no` |
| Fin. Hold Viols | `0` |
| CP dominant cell by count | `fa_1` |
| FP Rows | `180` |
| Synth warnings | `2` |
| Syn Std Cell Area | `72900 um^2` |
| Wire per inst | `19.4 um` |
| H-tree lvl count | `2` |
| Lkg Pwr | `0.0416 uW` |
| Crit-path slowest cell | `fa_1` |
| CTS Buf Count | `48` |
| Fin Clk Skew | `0.0475 ns` |
| Reg clk slew, reported paths | `0.06 ns` |
| Max-slew violations | `0` |
| Die Y | `495 um` |
| Pwr per Cell Area | `26.8 nW/um^2` |
| Combinational Area | `54700 um^2` |
| Critical path endpoint category | `flip-flop` |
| Seq/Total Area, Yosys | `0.138` |
| Clock buffer depth | `3` |
| R2r startpoint | `data[5][12]` |
| Die width | `495 um` |
| Peak Freq | `0.0696 GHz` |
| Setup Fix Bufs, Post-CTS | `0` |
| Final WL | `201000 um` |
| Final setup TNS | `0 ns` |
| RR Endpoint | `cdata_wr[6]` |
| Flop area | `10100 um^2` |
| Path depth of the worst reg2reg path | `49` |
| Final GP Congestion | `1.04` |
| GRT Total Usage | `0.177` |
| Max VDD drop | `0.0692 mV` |
| Ys flop type | `edfxtp_1` |
| Share of cells above drive strength 1 | `0.0341` |
| Vias in the first global route | `50200` |
| Fin worst setup slack | `1.74 ns` |
| Drt initial violations | `2151` |
| Hold-fix buffers, CTS | `0` |
| Root buf cell | `clkbuf_16` |
| GR Overflow Total | `0` |
| Critical path fanouts, max | `15` |
| Crit path DRT | `16.48 ns` |
| Hold Startpoint | `busy` |
| OpenROAD warning count | `128` |
| CP startpoint | `data[5][12]` |
| Synth unique cells | `99` |
| Worst Path Buf+Inv | `10` |
| Max_cap viols | `0` |
| TritonCTS clock tree | `done` |
| Core box area | `241000 um^2` |
[cells in the final DEF, fill, tap and decap left out, types with 19 or more instances in the layout]
| cell type | Yosys | layout |
|---|---|---|
| inv_1 | 2054 | 2053 |
| fa_1 | 1329 | 1329 |
| ha_1 | 1286 | 1286 |
| edfxtp_1 | 280 | 280 |
| nand2_1 | 205 | 205 |
| a21oi_1 | 194 | 193 |
| xnor2_1 | 177 | 177 |
| nor2_1 | 167 | 165 |
| o21ai_0 | 141 | 141 |
| and3_1 | 107 | 107 |
| and2_1 | 102 | 102 |
| clkdlybuf4s50_1 | 0 | 99 |
| xor2_1 | 75 | 75 |
| buf_4 | 2 | 72 |
| nand3_1 | 66 | 66 |
| a21o_1 | 64 | 64 |
| dfrtp_1 | 64 | 63 |
| clkbuf_16 | 0 | 48 |
| nor3_1 | 47 | 42 |
| nand4_1 | 42 | 42 |
| nand2b_1 | 39 | 39 |
| nor2b_1 | 36 | 36 |
| mux2i_1 | 34 | 34 |
| mux2_2 | 30 | 30 |
| o22ai_1 | 24 | 24 |
| o21a_1 | 24 | 24 |
| o21bai_1 | 23 | 23 |
| or2_2 | 20 | 20 |
| a31oi_1 | 19 | 19 |
[sequential cells by signal (all words and copies together), names as in the netlist]
name	flops
data	180
busy	1
cdata_wr	20
count_data	4
count_addr	13
caddr_rd	12
caddr_wr	12
maxpool	80
csel	2
cwr	1
state_cs	5
iaddr	12
count1	3
crd	1
[where the power goes]
part	leakage, uW	internal [uW]	total [uW]	switching, uW
logic	0.0370	11.9	45.6	33.7
registers	0.00385	960	960	0
clock network	0.000749	632	1130	495
total	0.0416	1600	2130	529
[cell type report]
cell class / count / area share
timing repair buffer: 174 / 0.0194
multi-input combinational: 4500 / 0.687
inverter: 2056 / 0.0969
sequential: 346 / 0.126
clock buffer: 61 / 0.0159
clock inverter: 28 / 0.00424
tap: 3185 / 0.0500
antenna: 8 / 0.000251
[routing by layer]
| metal | vias up | part of all wire | track usage |
|---|---|---|---|
| li1 | 22200 | - | - |
| met4 | 8 | 0.036 | 0.0476 |
| met3 | 211 | 0.11 | 0.0809 |
| met5 | - | 0.0012 | 0.00431 |
| met2 | 1417 | 0.45 | 0.265 |
| met1 | 23300 | 0.41 | 0.237 |
[stage by stage]
stage                util  hold WS [ns]  total power, uW  cells  instance area (um^2)
detailed placement  0.324         0.460             1030  10300                 78000
global placement    0.324         0.450             1020  10300                 78000
CTS                 0.330         0.464             2160  10400                 79600
finish              0.330         0.469             2130  10400                 79600
floorplan               -         0.387              981   7014                 72900
global route        0.330         0.499             2190  10400                 79600
[worst register-to-register path, delay by kind of cell (launching register included)]
kind	cells	cell delay [ns]
fa+ha+maj	16	7.29
buf+inv	10	0.74
compound gates	11	2.66
flops	1	0.54
simple gates	11	2.64
xor+xnor	1	0.19
[cells in the mapped netlist (all sizes together) (22+ instances only)]
cell type / n / area share
inv: 2054 / 0.11
fa: 1329 / 0.37
o22ai: 24 / 0.0021
nor2b: 36 / 0.0031
o21bai: 23 / 0.0024
mux2i: 35 / 0.0049
a21oi: 195 / 0.013
or2: 22 / 0.0019
mux2: 30 / 0.0046
nand2: 205 / 0.011
o21ai: 151 / 0.010
nor2: 167 / 0.0086
nand2b: 40 / 0.0035
a21o: 65 / 0.0068
ha: 1286 / 0.22
and2: 102 / 0.0088
edfxtp: 280 / 0.12
dfrtp: 64 / 0.022
xor2: 75 / 0.0090
nor3: 49 / 0.0035
and3: 107 / 0.0092
xnor2: 177 / 0.021
nand3: 67 / 0.0047
o21a: 24 / 0.0025
clkbuf: 91 / 0.0047
nand4: 42 / 0.0036
[cells by family (layout without fill, tap and decap cells)]
kind of cell,after synthesis,in the layout,synth area share
adders and majority gates,2615,2615,0.586
other,1,9,0.0000515
AOI/OAI and AO/OA,670,670,0.0600
buffers and inverters,2168,2319,0.112
xor gates and xnor gates,253,253,0.0306
and+or+nand+nor,896,896,0.0638
muxes,65,65,0.00949
DFF,346,346,0.138
[worst max-delay path by stage]
| stage | end | slack, ns | cells past startpoint |
|---|---|---|---|
| global route | cdata_wr[6] | 0.99 | 50 |
| CTS | cdata_wr[6] | 1.73 | 49 |
| finish | cdata_wr[6] | 1.74 | 49 |
No activity file was given, so power comes from the tool's default toggle rates.
